**./design.v**
```verilog
`timescale 1ns/1ps
module beamformer_apply #(
    parameter NBINS = 129,
    parameter DW = 16
)(
    input  wire clk,
    input  wire rst_n,
    input  wire signed [DW-1:0] w0_re, w0_im,
    input  wire signed [DW-1:0] w1_re, w1_im,
    input  wire signed [DW-1:0] w2_re, w2_im,
    input  wire signed [DW-1:0] w3_re, w3_im,
    input  wire [7:0]  w_bin,
    input  wire w_valid,
    input  wire signed [DW-1:0] x0_re, x0_im,
    input  wire signed [DW-1:0] x1_re, x1_im,
    input  wire signed [DW-1:0] x2_re, x2_im,
    input  wire signed [DW-1:0] x3_re, x3_im,
    input  wire [7:0]  x_bin,
    input  wire x_valid,
    output reg  signed [DW-1:0] y_re,
    output reg  signed [DW-1:0] y_im,
    output reg  [7:0]  y_bin,
    output reg y_valid
);
reg signed [DW-1:0] ram_w0r [0:NBINS-1];
reg signed [DW-1:0] ram_w0i [0:NBINS-1];
reg signed [DW-1:0] ram_w1r [0:NBINS-1];
reg signed [DW-1:0] ram_w1i [0:NBINS-1];
reg signed [DW-1:0] ram_w2r [0:NBINS-1];
reg signed [DW-1:0] ram_w2i [0:NBINS-1];
reg signed [DW-1:0] ram_w3r [0:NBINS-1];
reg signed [DW-1:0] ram_w3i [0:NBINS-1];
always @(posedge clk) begin
    if (w_valid) begin
        ram_w0r[w_bin] <= w0_re; ram_w0i[w_bin] <= w0_im;
        ram_w1r[w_bin] <= w1_re; ram_w1i[w_bin] <= w1_im;
        ram_w2r[w_bin] <= w2_re; ram_w2i[w_bin] <= w2_im;
        ram_w3r[w_bin] <= w3_re; ram_w3i[w_bin] <= w3_im;
    end
end
reg signed [DW-1:0] s1_x0r, s1_x0i;
reg signed [DW-1:0] s1_x1r, s1_x1i;
reg signed [DW-1:0] s1_x2r, s1_x2i;
reg signed [DW-1:0] s1_x3r, s1_x3i;
reg signed [DW-1:0] s1_w0r, s1_w0i;
reg signed [DW-1:0] s1_w1r, s1_w1i;
reg signed [DW-1:0] s1_w2r, s1_w2i;
reg signed [DW-1:0] s1_w3r, s1_w3i;
reg [7:0]  s1_bin;
reg        s1_valid;
always @(posedge clk or negedge rst_n) begin
    if (!rst_n) begin
        s1_valid <= 0;
    end else begin
        s1_valid <= x_valid;
        s1_bin   <= x_bin;
        s1_x0r <= x0_re; s1_x0i <= x0_im;
        s1_x1r <= x1_re; s1_x1i <= x1_im;
        s1_x2r <= x2_re; s1_x2i <= x2_im;
        s1_x3r <= x3_re; s1_x3i <= x3_im;
        s1_w0r <= ram_w0r[x_bin]; s1_w0i <= ram_w0i[x_bin];
        s1_w1r <= ram_w1r[x_bin]; s1_w1i <= ram_w1i[x_bin];
        s1_w2r <= ram_w2r[x_bin]; s1_w2i <= ram_w2i[x_bin];
        s1_w3r <= ram_w3r[x_bin]; s1_w3i <= ram_w3i[x_bin];
    end
end
always @(posedge clk or negedge rst_n) begin
    if (!rst_n) begin
        y_valid <= 0;
        y_re <= 0;
        y_im <= 0;
        y_bin <= 0;
    end else begin
        y_valid <= s1_valid;
        y_bin <= s1_bin;
        if (s1_valid) begin
            begin : dotprod
                reg signed [31:0] t0r, t1r, t2r, t3r;
                reg signed [31:0] t0i, t1i, t2i, t3i;
                reg signed [33:0] sum_re, sum_im;
                t0r = (($signed(s1_w0r) * $signed(s1_x0r)) +
                       ($signed(s1_w0i) * $signed(s1_x0i))) >>> 15;
                t0i = (($signed(s1_w0r) * $signed(s1_x0i)) -
                       ($signed(s1_w0i) * $signed(s1_x0r))) >>> 15;
                t1r = (($signed(s1_w1r) * $signed(s1_x1r)) +
                       ($signed(s1_w1i) * $signed(s1_x1i))) >>> 15;
                t1i = (($signed(s1_w1r) * $signed(s1_x1i)) -
                       ($signed(s1_w1i) * $signed(s1_x1r))) >>> 15;
                t2r = (($signed(s1_w2r) * $signed(s1_x2r)) +
                       ($signed(s1_w2i) * $signed(s1_x2i))) >>> 15;
                t2i = (($signed(s1_w2r) * $signed(s1_x2i)) -
                       ($signed(s1_w2i) * $signed(s1_x2r))) >>> 15;
                t3r = (($signed(s1_w3r) * $signed(s1_x3r)) +
                       ($signed(s1_w3i) * $signed(s1_x3i))) >>> 15;
                t3i = (($signed(s1_w3r) * $signed(s1_x3i)) -
                       ($signed(s1_w3i) * $signed(s1_x3r))) >>> 15;
                sum_re = $signed(t0r) + $signed(t1r) +
                        $signed(t2r) + $signed(t3r);
                sum_im = $signed(t0i) + $signed(t1i) +
                        $signed(t2i) + $signed(t3i);
                if (sum_re > 34'sd32767)
                    y_re <= 16'sd32767;
                else if (sum_re < -34'sd32768)
                    y_re <= -16'sd32768;
                else
                    y_re <= sum_re[15:0];
                if (sum_im > 34'sd32767)
                    y_im <= 16'sd32767;
                else if (sum_im < -34'sd32768)
                    y_im <= -16'sd32768;
                else
                    y_im <= sum_im[15:0];
            end
        end
    end
end
endmodule
```
**./run.sh**
```bash
#!/bin/bash
# OpenROAD 26Q1-2900-gdf79404cd8, Yosys 0.63+post, stock flow scripts
make -C /OpenROAD-flow-scripts/flow DESIGN_CONFIG=/design/flow/config.mk WORK_HOME=/design/flow/orfs finish
```
**./config.mk**
```make
export PLATFORM = sky130hd
export DESIGN_NAME = beamformer_apply
export DESIGN_NICKNAME = beamformer_apply
export VERILOG_FILES = /design/flow/design.v
export SDC_FILE = /design/flow/constraint.sdc
export NUM_CORES = 4
export LEC_CHECK = 1
export CORE_UTILIZATION = 30
export SYNTH_MEMORY_MAX_BITS = 65536
```
**./constraint.sdc**
```tcl
current_design beamformer_apply

set clk_period 28.0
set clk_io_pct 0.2

create_clock -name clk0 -period $clk_period [get_ports {clk}]

set non_clock_inputs [all_inputs -no_clocks]
set_input_delay [expr $clk_period * $clk_io_pct] -clock clk0 $non_clock_inputs
set_output_delay [expr $clk_period * $clk_io_pct] -clock clk0 [all_outputs]
```
==> results_slide.txt <==
Run Summary

Final timing
  • Endpoints failing hold: 0
  • Setup violations, final: 0
  • PnR worst setup slack: roughly 15 ns
  • Fmax achieved: roughly 0.077 GHz
  • Pins over their slew limit: 0
  • Clock Skews: approximately 0.17 ns
  • Fin crit period: between 10 and 15 ns
  • RSZ-0062 raised after global routing: false
  • Setup_tns: 0 ns
  • Slew @ Worst Pin: 1.26 ns
  • Rel. slew slack: between 10% and 20%
  • Hold Slack: 0.346 ns
  • Period utilization: a little under half

Placement
  • Placed Area: around 850000 um2
  • DP HPWL: roughly 1600000 um
  • Buffers added on ports: around 320
  • Routability Congestion: roughly 0.87
  • Placement Setup Slack: approximately 14 ns
  • Placed cells: 76500

Run status
  • Failing checks: antenna rules
  • Outcome: complete, but fails checks

Logic synthesis
  • Synth mux share: between 10% and 20%
  • Synth top cells by count: 16800 x edfxtp_1, 5376 x mux4_2, 5161 x inv_1
  • Cells after Synth: 41100
  • Post-Syn Area: about 790000 um2
  • Cell Type Count: 75
  • Area leader share: a little under two thirds
  • Synth Area in XOR/XNOR: 0.370%
  • Post-synth seq share: a little under two thirds
  • Number of enable flip-flop cells: 16800
  • Share of synthesized registers carrying an async set or reset: 0.250%
  • Cell taking the most area after synthesis: edfxtp_1
  • Adder-Cell Fraction of Synth Area: a little over an eighth
  • #FFs+latches synth: 16800
  • Top FF cell, synth: edfxtp_1
  • Synthesis area per yosys: roughly 800000 um2
  • Complex-gate fraction of the synthesized area: less than 1%
  • Yosys cell count: between 40000 and 50000
  • Yosys top cell by instances: edfxtp_1
  • Yosys simple share: 2.97%
  • Leading post-synthesis cells by cell area: edfxtp_1 63%, mux4_2 15%, fa_1 12%
  • Main logic family: multiplexers
  • Syn Area/Cell: slightly below 20 um2
  • Warnings from Yosys: 1

Critical path
  • Crit path max-delay family: adder cells
  • Critical Path RT: slightly below 30 ns
  • Critical path class: register to register
  • CP startpoint kind: register
  • CP Data Arrival Time: between 10 and 15 ns
  • Crit end category: register
  • Reg-to-reg endpoint: y_im[4]
  • Worst path depth: 38
  • Most used cell, CP: fa_1
  • Cell type of the slowest stage on the worst timing path: edfxtp_1
  • Worst Reg-to-Reg Cells: 38
  • Crit path to: y_im[4]
  • Slowest stage delay, CP: ~1.0 ns
  • Worst Path Buf+Inv: 7
  • R2R Setup Slk: ~15 ns
  • Crit path launch: s1_w0r[8]
  • Crit Path Max Fanout: 32
  • Worst r2r src: s1_w0r[8]

Floorplan
  • Die W: about 1600 um
  • Core Util at FP: 30.1%
  • Core area: between 2000000 and 3000000 um2
  • Die area: between 2000000 and 3000000 um2
  • FP Rows: between 500 and 600
  • Top Ports: ~320
  • Die height: 1630 um

Finish
  • Fillers: between 200k and 250k
  • Fin area: 903000 um2
  • Share of layout cells above drive strength 1: between 20% and 30%
  • Area Growth Syn to Fin: 13.8%
  • Final Util: 34.2%
  • Final Non-Filler Cells: 80000

Drt
  • ANT nets after route: 1
  • # DRC: 0
  • DR iter-0 viols: ~25000
  • WL final: roughly 2400000 um
  • First-pass DRT Iterations: 5
  • Detailed-route wire length per cell: roughly 30 um
  • DR vias/cell: slightly below 5
  • Via count: 391000

GRT
  • Largest net degree at the start of global routing: 98
  • Gr ovfl total: 0
  • Initial antenna violation count: 238
  • First-pass GRT wire length: about 3400000 um
  • GRT Util Overall: between 10% and 20%
  • Vias in the first global route: about 440k

Clock tree
  • H-tree levels: 7
  • Clk pin slew, worst setup/hold paths: about 0.06 ns
  • Root Driver: clkbuf_16
  • Post-CTS setup buffer count: 0
  • # resized after CTS: 0
  • Hold buffers post-CTS: 0
  • Number of CTS-inserted buffers: 1663
  • Maximum clock path buffer count: 6
  • CTS tree: yes
  • Clock sink count: 16800
  • Clock latency (worst-skew pair): approximately 1.6 ns

Min path
  • Hold crit path type: register to register
  • Hold Crit Depth: 0

Job
  • Max-cap violation count: 0
  • Number of OpenROAD warnings: approximately 42
[cells in the final DEF, fill, tap and decap left out, types with 119 or more instances in the layout]
| master | netlist | final |
|---|---|---|
| a21oi_1 | 119 | 119 |
| and2_1 | 1895 | 1895 |
| buf_4 | 2 | 2114 |
| clkbuf_1 | 1589 | 360 |
| clkbuf_16 | 0 | 1680 |
| clkdlybuf4s50_1 | 0 | 179 |
| clkinv_1 | 4 | 434 |
| clkinv_2 | 0 | 300 |
| diode_2 | 0 | 539 |
| edfxtp_1 | 16800 | 16800 |
| fa_1 | 4662 | 4662 |
| ha_1 | 1234 | 1234 |
| inv_1 | 5161 | 5161 |
| mux2i_1 | 129 | 129 |
| mux4_2 | 5376 | 5376 |
| nand2_1 | 2183 | 2183 |
| nand2b_1 | 152 | 152 |
| nor2_1 | 383 | 254 |
| nor2_4 | 0 | 129 |
| xnor2_1 | 256 | 253 |
[worst reg2reg max path, delay by kind of cell, from the launching register on]
family          cells  cell delay [ns]
compound gates     13             3.55
xor+xnor            1             0.14
fa+ha+maj          12             5.50
buf+inv             7             0.98
flops               1             1.04
simple gates        5             1.52
[metal layers]
metal	GRT usage (%)	up-vias	wire length (um)
met1	20.2	201000	709000
met2	28.4	27400	1090000
li1	-	158000	-
met4	6.64	230	107000
met5	3.30	-	11300
met3	17.7	4359	493000
[cells by family (layout without fill, tap and decap cells)]
group           after synthesis  in the layout
compound gates              566            566
xor+xnor                    335            335
fa+ha+maj                  5896           5896
buf+inv                    7192          10500
flops                     16800          16800
mux                        5506           5506
other cells                   0            539
simple gates               4799           4799
[worst min-delay path by stage]
stage	from	endpoint	slack, ns
6_report	s1_bin[4]	y_bin[4]	0.35
4_1_cts	s1_bin[4]	y_bin[4]	0.35
5_1_grt	s1_bin[2]	y_bin[2]	0.35
[state kept, by name, indices dropped and copies added (netlist names), 2064 cells and up]
| name | cells |
|---|---|
| ram_w0i | 2064 |
| ram_w0r | 2064 |
| ram_w1i | 2064 |
| ram_w1r | 2064 |
| ram_w2i | 2064 |
| ram_w2r | 2064 |
| ram_w3i | 2064 |
| ram_w3r | 2064 |
[cell type report]
class	count	area [um2]	share of cell area [%]
Timing Repair Buffer	2350	18800	2.08
Sequential cell	16800	505000	55.9
Antenna cell	539	1350	0.149
Clock inverter	986	8630	0.956
Tap cell	35000	43800	4.86
Multi-Input combinational cell	17100	263000	29.1
Clock buffer	2040	43400	4.81
Inverter	5166	19400	2.15
