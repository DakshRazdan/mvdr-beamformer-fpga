File: /design/flow/config.mk
export PLATFORM = sky130hd
export DESIGN_NAME = overlap_add
export DESIGN_NICKNAME = overlap_add
export VERILOG_FILES = /design/flow/design.v
export SDC_FILE = /design/flow/constraint.sdc
export NUM_CORES = 4
export LEC_CHECK = 1
export CORE_UTILIZATION = 50
File: /design/flow/constraint.sdc
current_design overlap_add

set clk_period 38.2
set clk_io_pct 0.2

create_clock -name clk0 -period $clk_period [get_ports {clk}]

set non_clock_inputs [all_inputs -no_clocks]
set_input_delay [expr $clk_period * $clk_io_pct] -clock clk0 $non_clock_inputs
set_output_delay [expr $clk_period * $clk_io_pct] -clock clk0 [all_outputs]
File: /design/flow/design.v
`timescale 1ns/1ps
module overlap_add #(
    parameter N = 256,
    parameter HOP = 128,
    parameter DW = 16
)(
    input wire clk,
    input wire rst_n,
    input wire signed [DW-1:0] x_re,
    input wire x_valid,
    input wire x_last,
    output reg signed [DW-1:0] pcm_out,
    output reg pcm_valid,
    output reg pcm_last
);
reg signed [DW-1:0] hann [0:N-1];
integer hi;
initial begin
    for (hi = 0; hi < N; hi = hi + 1)
        hann[hi] = $rtoi((0.5 - 0.5*$cos(2.0*3.14159265358979*hi/N)) * 32767.0);
end
reg signed [DW-1:0] overlap_buf [0:HOP-1];
integer oi;
initial begin
    for (oi = 0; oi < HOP; oi = oi + 1) overlap_buf[oi] = 0;
end
reg signed [DW-1:0] frame_buf [0:N-1];
integer fi;
initial begin
    for (fi = 0; fi < N; fi = fi + 1) frame_buf[fi] = 0;
end
localparam ST_IDLE = 2'd0;
localparam ST_WINDOW = 2'd1;
localparam ST_OUTPUT = 2'd2;
reg [1:0] state;
reg [7:0] cnt;      
wire signed [DW-1:0] fb_val = frame_buf[cnt];           
wire signed [DW-1:0] ob_val = overlap_buf[cnt];          
wire signed [DW-1:0] fb_tail = frame_buf[cnt + HOP];      
wire signed [DW-1:0] hw_val = hann[cnt];                 
wire signed [16:0] oa_sum = $signed(fb_val) + $signed(ob_val);
wire signed [DW-1:0] oa_sat =
    (oa_sum > 17'sd32767)  ? 16'sd32767  :
    (oa_sum < -17'sd32768) ? -16'sd32768 :
    oa_sum[DW-1:0];
wire signed [2*DW-1:0] win_full = $signed(x_re) * $signed(hw_val);
wire signed [DW-1:0] win_val = win_full >>> 15;
always @(posedge clk or negedge rst_n) begin
    if (!rst_n) begin
        state <= ST_IDLE;
        cnt <= 0;
        pcm_valid <= 0;
        pcm_last <= 0;
        pcm_out <= 0;
    end else begin
        pcm_valid <= 0;
        pcm_last <= 0;
        case (state)
        ST_IDLE: begin
            if (x_valid) begin
                frame_buf[cnt] <= win_val;
                if (cnt == N-1) begin
                    cnt <= 0;
                    state <= ST_OUTPUT;
                end else
                    cnt <= cnt + 1;
            end
        end
        ST_WINDOW: begin   
            state <= ST_IDLE;
        end
        ST_OUTPUT: begin
            pcm_out <= oa_sat;
            pcm_valid <= 1;
            pcm_last <= (cnt == HOP-1);
            overlap_buf[cnt] <= fb_tail;   
            if (cnt == HOP-1) begin
                cnt <= 0;
                state <= ST_IDLE;
            end else
                cnt <= cnt + 1;
        end
        default: state <= ST_IDLE;
        endcase
    end
end
endmodule
File: /design/flow/run.sh
#!/bin/bash
# OpenROAD 26Q1-2900-gdf79404cd8, Yosys 0.63+post, stock flow scripts
make -C /OpenROAD-flow-scripts/flow DESIGN_CONFIG=/design/flow/config.mk WORK_HOME=/design/flow/orfs finish
==> changes_impl.md <==
### Metrics

- Status: stopped before the end
- Halt Stage: global routing
- Log Error: [ERROR GRT-0116] Global routing finished with congestion. Check the congestion regions in the DRC Viewer.
- Count leader, synth: edfxtp_1
- Number of CTS-inserted buffers: 639
- Synthesis area per yosys: 0.2616 mm²
- Simple share: 0.08932
- H-tree levels: 6
- Adder Share, Synth: 0.02392
- Number of enable flip-flop cells: 6,144
- Unique cell types: 107
- Flops after synth: 6,172
- Yosys warnings: 3
- XORs/XNORs by Area: 0.001574
- Total track usage: 1.065
- GRT overflow: 39.38k
- Most frequent cells after synthesis: 6,144 x edfxtp_1, 2,749 x a22oi_1, 1,944 x nand2_1
- CTS sink cnt: 6,172
- CTS hold repair buffers: 0
- Fp util: 0.5021
- Die X: 725.3 µm
- Setup bufs post-CTS: 0
- Synth area leader: edfxtp_1
- HPWL Detailed: 1,678,000 µm
- Die y size: 725.3 µm
- Vias in the first global route: 294.1k
- GP Congestion: 1.486
- Clock Path Buffers: 4
- PortBufs: 36
- Ao+oa area frac: 0.1481
- FFs w/ async S/R, synth: 0.004537
- Synthesized area per cell: 14.39 µm²
- First-pass GRT wire length: 3,332,000 µm
- Multiplexer share: 0.002846
- Resize count post-CTS: 0
- Yosys stat cell total: 18.18k
- Rows: 265
- Main logic family: AND-OR/OR-AND gates
- Largest net degree at the start of global routing: 199
- Root Buffer: clkbuf_16
- Seq/Total Area, Yosys: 0.7081
- Post-synthesis cell area: 0.2616 mm²
- Ys flop type: edfxtp_1
- Dominant cell area share: 0.7054
- Syn Inst Count: 18.18k
- Top cells by area: edfxtp_1 71%, a22oi_1 7.9%, nand2_1 2.8%
- Boundary pin count: 38
-- per-layer routing --
| layer | GRT overflow | global-route usage |
|---|---|---|
| met1 | 8922 | 1.070 |
| met5 | 653 | 0.9593 |
| met3 | 6733 | 1.035 |
| met2 | 16812 | 1.118 |
| met4 | 6264 | 1.015 |
-- kinds of logic after synthesis --
kind of cell	Yosys count
AOI/OAI and AO/OA	5102
xor gates and xnor gates	47
adders and majority gates	357
buffers and inverters	1588
DFF	6172
muxes	62
and+or+nand+nor	4850
-- metrics by stage --
stage,std cells,total power [mW],util,instance area [µm²],worst slack [ps]
CTS,27166,28.84,0.5910,307800,21550
floorplan,18178,19.11,-,261600,12550
detailed placement,26009,22.57,0.5504,286700,20440
global placement,26009,22.53,0.5504,286700,20360
Power and IR drop assume default switching activity.
